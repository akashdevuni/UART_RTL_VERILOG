File: flow/constraint.sdc
current_design BCD_SSD

set clk_period 1.8
set clk_io_pct 0.2

create_clock -name clk0 -period $clk_period

set non_clock_inputs [all_inputs -no_clocks]
set_input_delay [expr $clk_period * $clk_io_pct] -clock clk0 $non_clock_inputs
set_output_delay [expr $clk_period * $clk_io_pct] -clock clk0 [all_outputs]
File: flow/run.sh
#!/bin/bash
# OpenROAD 26Q1-2900-gdf79404cd8, Yosys 0.63+post, stock flow scripts
make -C /OpenROAD-flow-scripts/flow DESIGN_CONFIG=/design/flow/config.mk WORK_HOME=/design/flow/orfs finish
File: flow/config.mk
export PLATFORM = sky130hd
export DESIGN_NAME = BCD_SSD
export DESIGN_NICKNAME = BCD_SSD
export VERILOG_FILES = /design/flow/design.v
export SDC_FILE = /design/flow/constraint.sdc
export NUM_CORES = 4
export LEC_CHECK = 1
export CORE_AREA = 10 10 70 70
export DIE_AREA = 0 0 80 80
File: flow/design.v
  module UART(input D,cry_clk,send,
              output [3:0] LED,
              output wire  [7:0] dig,
              output wire [3:0] sel,
				  output wire t_x);
		 parameter E_P = 0;
		 parameter O_P = 1;
		 parameter P_1 = 2;
		 parameter P_0 = 3;
       wire [17:0] DATA;
		 wire L,clk;
		 reg [3:0] 	BIN; 
		 reg [10:0] counter;
		 reg send_reg;
		 clk clk1(cry_clk,clk);         
		 TX #(115200,P_1,8) TX1(DATA,send_reg,clk,t_x,LED[3:2]);
		 RX #(115200) RX1 (D,clk,DATA,L,LED[1:0]);
		 decoder D1(sel,counter[10:9]);
		 BCD_SSD S1(dig[6:0],BIN);
		 assign dig[7] = 1'b1;
       always@(posedge clk) counter <= counter + 1'b1;
		 always@(posedge counter[10]) send_reg <= send;
  always@(*)
  begin
    case(counter[10:9])
      2'b00    :
        BIN = DATA[3:0];
      2'b01    :
        BIN = DATA[7:4];
      2'b10    :
        BIN = DATA[12:9];
      2'b11    :
        BIN = DATA[16:13];
    endcase
  end
  endmodule 
module BCD_SSD( seg , bcd );
  input [3:0] bcd;
  output reg [6:0] seg;
  always @(bcd)
  begin
    case (bcd)  
      0 :
        seg = 7'b1000000; 
      1 :
        seg = 7'b1111001;
      2 :
        seg = 7'b0100100;
      3 :
        seg = 7'b0110000;
      4 :
        seg = 7'b0011001;
      5 :
        seg = 7'b0010010;
      6 :
        seg = 7'b0000010;
      7 :
        seg = 7'b1111000;
      8 :
        seg = 7'b0000000;
      9 :
        seg = 7'b0010000;
      10:
        seg = 7'b0001000; 
      11:
        seg = 7'b0000011; 
      12:
        seg = 7'b1000110; 
      13:
        seg = 7'b0100001; 
      14:
        seg = 7'b0000100; 
      15:
        seg = 7'b0001110; 
    endcase
  end
endmodule
module decoder(output reg [3:0] out,
                 input [1:0] in    );
  always@(*)
  begin
    case(in)
      2'b00    :
        out = 4'b1110;
      2'b01    :
        out = 4'b1101;
      2'b10    :
        out = 4'b1011;
      2'b11    :
        out = 4'b0111;
    endcase
  end
endmodule
==> CHANGELOG.md <==
### Metrics

- Outcome: finished, final reports clean
- Die height: 80 um
- Placed Area: 513 um2
- Total die size: 6400 um2
- Yosys chip area: 279 um2
- Worst min-delay path category: in2out
- Crit path required time: 1.44 ns
- Global Route Usage Sum: 2.68%
- CLK BUF: 0
- Gate power share: 100.0%
- Gate Count Post-Synth: 30
- Hold Violations, Final: 0
- Net Sw Frac: 37.4%
- Clock Power Share: 0%
- Pwr Density: 195 nW/um2
- Most numerous logic cells after layout: buf_4 (9), buf_6 (6), mux2i_1 (4), ha_4 (4)
- Area growth syn-to-layout: 116%
- Max_cap viols: 0
- Pins over their slew limit: 0
- DRT iter0 DRCs: 15
- Rows: 21
- Vias in the first global route: 326
- I/O pin cnt: 11
- I/O Buffers: 11
- Sequential cell count: 0
- Ant. Diodes: 0
- Routed via count: 293
- Post-DRT Antenna Nets: 0
- Post-route design area: 602 um2
- F_max: 0.572 GHz
- Most frequent logic cell in the layout: buf_4
- OpenROAD warnings: 38
- GRT overflow: 0
- Core Util at FP: 8.17%
- Dpl ws: -0.748 ns
- Worst Hold Path Cells: 3
- Sequential share of power: 0%
- Die width: 80 um
- Vias per inst: 2.99
- Initial antenna violation count: 0
- Post-Syn Area per Cell: 9.30 um2
- CP startpoint kind: input port
- Detailed Place HPWL: 668 um
- Final WL: 798 um
- Setup-failing EPs final: 0
- Fin worst setup slack: 0.0508 ns
- CTS Hold Bufs: 0
- Yosys warning total: 1
- Largest net degree at the start of global routing: 8
- Worst slew pin tran: 0.155 ns
- RSZ-0062 raised after global routing: false
- Initial DRT Pass Iterations: 2
- Distinct cells, synth: 17
- Maximum vdd drop: 49.8 uV
- Ys cells: 30
- Post-layout min period: 1.75 ns
- Drt wl/cell: 8.14 um
- Max-Slew Margin vs Limit: 89.4%
- First-pass GRT wire length: 1.46 mm
- Core area: 3420 um2
- Sequential share of the synthesized area: 0%
- Leakage: 0.274 nW
- Flop area: 0 um2
- Period utilization: 97.2%
- Internal power: 0.0734 mW
- Post-Syn Area: 279 um2
- GPL Wtd Cong: 0.787
- DRC: 0
- Crit Path Class: in2out
- Share of layout cells above drive strength 1: 57.7%
- Final hold slack: 1.17 ns
- Crit path max fanout: 3
- CP Capture Type: output port
- CP Data Arrival Time: 1.39 ns
- Net Sw Power: 0.0438 mW
[synth_stat cells]
cell type  n  area [um2]
inv_1      3        11.3
nor2b_1    1        6.26
xnor2_1    1        8.76
a21o_1     1        7.51
a21oi_1    2        10.0
nor2_1     1        3.75
mux2_4     1        15.0
buf_2      1        5.00
nor3_1     1        5.00
o22ai_1    1        6.26
mux4_1     1        26.3
buf_6      1        11.3
ha_1       7        87.6
mux2i_1    4        40.0
a22o_1     2        17.5
mux2_2     1        11.3
nand2b_1   1        6.26
[per-stage QoR]
| stage | power [mW] | utilization (%) | std cells | setup TNS (ns) |
|---|---|---|---|---|
| 6_report | 0.117 | 17.6 | 98 | 0 |
| 5_1_grt | 0.132 | 17.6 | 98 | 0 |
| 4_1_cts | 0.121 | 17.9 | 99 | 0 |
| 3_5_place_dp | 0.109 | 15.0 | 96 | -4.27 |
| 3_3_place_gp | 0.108 | 15.0 | 96 | -4.29 |
| 2_1_floorplan | 0.0449 | - | 30 | 0 |
[per-layer routing]
metal | vias up | part of all wire, % | wire (um) | global-route usage, %
li1 | 153 | - | - | -
met1 | 136 | 41 | 326 | 3.04
met2 | 4 | 55 | 435 | 5.30
met3 | 0 | 4.6 | 37 | 0.455
met4 | 0 | 0 | 0 | 0
met5 | - | 0 | 0 | 0
[timing repair]
action	CTS	global route
buffers inserted	3	0
resized	44	5
endpoints found under the setup margin	7	2
pin swaps	4	0
[power groups by stage]
stage / Combinational, mW / Clock [mW] / Sequential (mW)
6_report: 0.117 / 0 / 0
5_1_grt: 0.132 / 0 / 0
4_1_cts: 0.121 / 0 / 0
[cell families after synthesis]
| group | synth area share (%) |
|---|---|
| mux | 33.2 |
| fa+ha+maj | 31.4 |
| compound gates | 14.8 |
| simple gates | 7.62 |
| buf+inv | 9.86 |
| xor+xnor | 3.14 |
[worst max-delay path, stage by stage]
cell and delay [ns]:
buf_4 0.10, inv_4 0.04, ha_4 0.26, inv_1 0.03, mux4_1 0.46, buf_2 0.13
[path summary, 6_finish.rpt]
kind	start	slack, ns	end
min	bcd[2]	1.17	seg[5]
max	bcd[0]	0.05	seg[3]
[area by class of cell]
| cell class | count | area (um2) |
|---|---|---|
| Tap cell | 46 | 57.6 |
| Timing Repair Buffer | 24 | 213 |
| Inverter | 3 | 16.3 |
| Multi-Input combinational cell | 25 | 315 |
| Fill cell | 385 | 2810 |
Power and IR drop assume default switching activity.
