**flow/config.mk**
```make
export PLATFORM = sky130hd
export DESIGN_NAME = RX
export DESIGN_NICKNAME = RX
export VERILOG_FILES = /design/flow/design.v
export SDC_FILE = /design/flow/constraint.sdc
export NUM_CORES = 4
export LEC_CHECK = 1
export CORE_AREA = 10 10 111 111
export DIE_AREA = 0 0 121 121
```
**flow/constraint.sdc**
```tcl
current_design RX

set clk_period 2.9
set clk_io_pct 0.2

create_clock -name clk0 -period $clk_period [get_ports {clk}]

set non_clock_inputs [all_inputs -no_clocks]
set_input_delay [expr $clk_period * $clk_io_pct] -clock clk0 $non_clock_inputs
set_output_delay [expr $clk_period * $clk_io_pct] -clock clk0 [all_outputs]
```
**flow/design.v**
```verilog
  module RX #(parameter BAUT_RATE = 115200) (input D,clk,
                                             output reg [17:0] RX_DATA,
				                                 output L ,
				                                 output [1:0] LED);
				parameter RESET = 1'b0;
				parameter DATA  = 1'b1;
				parameter integer Delay = (5000000/BAUT_RATE);  
				parameter  Bits  = $clog2(Delay);                                                        
				reg [3:0] cnt;
				reg [Bits-1:0] timer;
				reg state;
				assign L = ~state;
				assign LED = {!state,state};
          always@(posedge clk)
			 begin 
			 case(state) 
			 RESET   : begin 
			           cnt <= 4'b0;
			           if(D) begin state <= RESET; timer <= 'b0;end
						  else if(timer > Delay/2) begin state <= DATA; timer <= 'b0;end
						  else begin state <= RESET; timer <= timer + 1'b1;end
						  end
			 DATA    : begin 
			           if(timer > Delay) 
						  begin 
						  if(cnt == 4'b1001) begin  state <= RESET; cnt <= 4'b0; timer <= 'b0; end
						  else begin RX_DATA <= {D,RX_DATA[17:1]}; state <= DATA; cnt <= cnt + 1'b1; timer <= 'b0; end
						  end
						  else begin state <= DATA; timer <= timer + 1'b1;end
						  end 
			 endcase 
			 end
endmodule 
```
**flow/run.sh**
```bash
#!/bin/bash
# OpenROAD 26Q1-2900-gdf79404cd8, Yosys 0.63+post, stock flow scripts
make -C /OpenROAD-flow-scripts/flow DESIGN_CONFIG=/design/flow/config.mk WORK_HOME=/design/flow/orfs finish
```
==> reports/metrics.cfg <==
[logic_synthesis]
largest_area_cell = edfxtp_1
adder_share = 0.0566
ys_async_sr_fraction = 0
ys_seq_frac = 0.725
syn_area_um2 = 1100
ys.flop_type = edfxtp_1
topCombFamilyByArea = AND-OR/OR-AND gates
postSynthCellCount = 75
ys_ff = 29
aoi_share = 0.0861
xor_share = 0.0396
simple_gate_area_frac = 0.0578
area_leaders = edfxtp_1, dfxtp_1, ha_1
edf_count = 22
yosys-stat-cells = 75
yosys_warnings = 1
ys_area_um2 = 1100
syn_avg_cell_area_um2 = 14.7
synth_top_area_share = 0.598
synth_cell_type_count = 23
mux_share = 0

[timing]
rsz0062_at_grt = no
maxSlewHeadroom = 0.470
hold_violations = 0
finalClockPeriodUsage = 0.637
max_freq_ghz = 0.541
tns_ps = 0
slew_viol_final = 0
setup_viol = 0
worstMarginPinSlew_ps = 787
clock_skew_ps = 2.49
setup_slack_ps = 1050
fin_crit_ps = 1850

[finish]
syn2layout_area_growth_pct = 42.5
nFillCells = 1058
drive_above_1_share = 0.0971
stdcell_count = 236

[routing]
wl_met1_um = 925
drcViolationCount = 0
vias = 654
met2RoutedLength_um = 773
wl_met3_um = 212
top_layer = met4
wire_per_inst_um = 8.27
ant_nets = 0
diodes = 0
drt-total-wl_mm = 1.95
dr.pass1.iters = 3
first_iter_violations = 43
vias_per_cell = 2.77

[placed_design]
pre_cts_ws_ps = 962
place_hpwl_mm = 1.39
dp.cells = 228
place.gp.congestion = 0.718
port_buffers = 22

[power_and_ir_drop]
seq_power_share = 0.525
powerDensity_nw_per_um2 = 726
p_sw_uw = 311
combPwrFrac = 0.188
ir_drop_v = 0.000278
leakage_uw = 0.000529
p_clk_frac = 0.287
p_int_uw = 832
swShare = 0.272

[global_routing]
grt_pass1_wl_mm = 3.36
antenna_found_initial = 0
grt_pass1_vias = 657
grt-ovfl-total = 0
grt_max_degree = 19
grt_use_total = 0.0275

[cts]
clk_pin_slew_ps = 60
cts_tree = done
clk_path_buf_depth = 2
clock-sinks = 29
cts-resized-gates = 0
postCtsSetupBuffers = 0
clk_latency_ps = 270
htree_levels = 2
cts-root-buf = clkbuf_8
cts_hold_buf = 0
cts_buffers = 5

[job]
warnings = 28
cap_viol_max_count = 0

[run_status]
outcome = complete, no violations

[die]
die-area_um2 = 14600
dieWidth_um = 121
core_area_um2 = 9860
die_height_um = 121
fp-utilization = 0.112
fp-row-count = 36
ioPinCount = 23

[worst_hold_path]
hold_path_class = reg -> reg

[setup_path]
worstPathArrival_ps = 1860
cp_max_fo = 18
crit_path_end_kind = flip-flop
startpoint_type = flip-flop
required_ps = 2910
critPathKind = reg -> reg

-- stage by stage --
step	utilization	cell area (um2)	power, uW	hold slack, ps
6_report	0.160	1570	1140	448
5_1_grt	0.160	1570	1230	464
4_1_cts	0.160	1570	1160	455
3_5_place_dp	0.150	1480	825	430
3_3_place_gp	0.150	1480	818	434
2_1_floorplan	-	1100	745	400
-- power by group through the flow --
stage	clock (uW)	combinational, uW	sequential (uW)
after CTS	342	219	599
final	328	214	600
after global routing	364	256	610
-- worst max-delay path, cell delays in order (launching register included) --
cell      delay (ps)
edfxtp_1         410
inv_1             80
ha_1             140
nand2_1           50
o21ai_0          620
nor3_2            60
buf_4            240
-- sequential cells by signal, summed over array words and instances, names as in the netlist --
name,cells
timer,6
state,1
cnt,4
RX_DATA,18
-- Yosys cell counts (all sizes together) (2+ instances only) --
cell type	instances
edfxtp	22
dfxtp	7
a21oi	5
ha	5
inv	5
nor2	5
nand3	4
buf	3
o21ai	3
xor2	3
nand2	2
xnor2	2
-- layout by cell type, fill, tap and decap left out, drive strengths merged, types with 2 or more instances in the layout --
master / count
a21oi: 5
clkbuf: 8
clkdlybuf4s50: 22
dfxtp: 7
edfxtp: 22
ha: 5
inv: 5
nand2: 2
nand3: 4
nor2: 5
o21ai: 3
xnor2: 2
xor2: 3
-- per-layer routing --
| metal | global-route usage | up-vias |
|---|---|---|
| met3 | 0.0128 | 4 |
| li1 | - | 321 |
| met4 | 0.00679 | 0 |
| met1 | 0.0361 | 307 |
| met2 | 0.0405 | 22 |
| met5 | 0 | - |
-- logic make-up (layout without fill, tap and decap cells) --
logic type,Yosys count,after routing
AND-OR/OR-AND,14,14
XOR/XNOR,5,5
adder cells (fa/ha/maj),5,5
buffers and inverters,8,36
flip-flops,29,29
AND/OR/NAND/NOR,14,14
-- worst paths after layout --
kind	from	endpoint	slack [ps]	cells after the start
max	cnt[1]	RX_DATA[3]	1050	6
min reg2reg	RX_DATA[3]	RX_DATA[2]	450	0
max reg2reg	cnt[1]	RX_DATA[3]	1050	6
min	RX_DATA[3]	RX_DATA[2]	450	0
-- cell type report --
cell class              count  area (um2)  share of cell area
repair buffers             23         228               0.145
inverters                   5        18.8              0.0119
flip-flops and latches     29         801               0.509
clock buffers               8        90.1              0.0572
well taps                 133         166               0.106
multi-input cells          38         270               0.172
Power figures rest on the tool's default switching activity, not on a simulated workload.
