## ./constraint.sdc

```tcl
current_design TX

set clk_period 3.0
set clk_io_pct 0.2

create_clock -name clk0 -period $clk_period [get_ports {clk}]

set non_clock_inputs [all_inputs -no_clocks]
set_input_delay [expr $clk_period * $clk_io_pct] -clock clk0 $non_clock_inputs
set_output_delay [expr $clk_period * $clk_io_pct] -clock clk0 [all_outputs]
```

## ./config.mk

```make
export PLATFORM = sky130hd
export DESIGN_NAME = TX
export DESIGN_NICKNAME = TX
export VERILOG_FILES = /design/flow/design.v
export SDC_FILE = /design/flow/constraint.sdc
export NUM_CORES = 4
export LEC_CHECK = 1
export CORE_AREA = 10 10 101 101
export DIE_AREA = 0 0 111 111
```

## ./run.sh

```bash
#!/bin/bash
# OpenROAD 26Q1-2900-gdf79404cd8, Yosys 0.63+post, stock flow scripts
make -C /OpenROAD-flow-scripts/flow DESIGN_CONFIG=/design/flow/config.mk WORK_HOME=/design/flow/orfs finish
```

## ./design.v

```verilog
  module  TX #(parameter BAUD_RATE = 115200,PARITY = 0,DATA_LEN = 8)
                       ( input wire [DATA_LEN-1:0] DATA,
                           input send,clk,
					            output wire t_x,
									output [1:0] LED); 
		      parameter RESET = 1'b0;
				parameter T  = 1'b1;
				parameter integer Delay = (5000000/BAUD_RATE);  
				parameter  Bits  = $clog2(Delay);  
				parameter P_0 = 1'b0, P_1 = 1'b1;
				reg [3:0] cnt;
				reg [Bits-1:0] timer;
            reg state;
				reg T_send;
            reg [DATA_LEN + 1:0] message;
            wire E_P,O_P;       		
				assign LED = {!state,state};
		      assign t_x = state ? message[0] : 1'b1;    
				always@(posedge clk)
				begin 
				case(state)
				RESET :begin 
				       if(!send)
						 begin
						  if(T_send) 
						  begin
						   T_send <= 1'b0;
					      state <= T; 
							timer <= 'b0;
							cnt <= 'b0;
							message[0] <= 1'b0;             
							message[DATA_LEN:1] <= DATA;    
							case(PARITY)                    
							0: message[DATA_LEN+1] <= E_P;  
					   	1: message[DATA_LEN+1] <= O_P;  
					      2: message[DATA_LEN+1] <= P_1;  
					      3: message[DATA_LEN+1] <= P_0;  
						   endcase
						  end
						  else 
						  begin
						   T_send <= 1'b0;
						   state <= RESET; 
							timer <= 'b0;
							cnt <= 'b0;
							message <= 'b0;
					     end		
						 end
						 else 
						 begin 
						   T_send <= 1'b1;
                     state <= RESET; 
							timer <= 'b0;
							cnt <= 'b0;
							message <= 1'b0;  
						  end
						end
			T   : begin 
			        if(timer > Delay)
					      if(cnt==DATA_LEN+1)
							begin 
							state <= RESET;
							timer <= 'b0;
                     cnt <= cnt + 1'b1;
							end
							else 
							begin
					      message <= {1'b0,message[DATA_LEN+1:1]}; cnt <= cnt + 1'b1; timer <= 'b0; state <= T; 
							end
					  else 
					      begin
					      state <= T; timer <= timer + 1;
					      end
					end
				endcase
				end
endmodule
```

==> out/highlights.md <==
### Clock network
* **CTS sink count** 21
* **root buf cell** clkbuf_8
* **TritonCTS buffer count** 3
* **number of H-tree branching levels** 1
* **postcts setup bufs** 0
* **number of buffers inserted by hold repair at cts** 0
* **maximum clock insertion buffer count** 2
* **clk slew on worst S/H paths** 0.08 ns
* **clock latency on the worst-skew pair** 0.26 ns
* **number of resized instances in the post-cts repair step** 0
* **clock tree from TritonCTS** yes

### Power and ir drop
* **worst supply voltage drop on vdd** 0.239 mV
* **Power Density** 717 nW/um^2
* **leakage dissipation** 0.410 nW

### Synth
* **synthesized area per cell** 13.4 um^2
* **and-or/or-and share of the synthesized area** 11.9%
* **main flop type** edfxtp_1
* **largest family of logic cells by area** simple AND/OR/NAND/NOR gates
* **synthesized netlist cell count** 67
* **Seq share, synth** 62.2%
* **distinct cell type count after synthesis** 22
* **YS chip area** 901 um^2
* **post-synthesis sequential element count** 21
* **Async S/R FF share, synth** 0%
* **area fraction in xor and xnor cells** 4.86%
* **portion of netlist area occupied by mux cells** 0%
* **cells in synth_stat.txt** 67
* **Adder Share, Synth** 4.17%
* **post-synthesis share of cell area spent on and, or, nand and nor gates** 13.5%
* **EDFF count, synth** 14
* **mapped cell area** 901 um^2
* **count of yosys warnings during synthesis** 2

### Place
* **GPL Wtd Cong** 0.736
* **pre-CTS setup slack** 0.996 ns
* **post-placement cell count** 182
* **Detailed Place HPWL** 1130 um
* **count of buffers inserted at the top-level ports** 12
* **placed inst area** 1140 um^2

### Global routing
* **vias in the first global route** 505
* **global router's overall resource usage** 2.44%
* **pin count of the biggest net entering global routing** 15
* **number of antenna violations at the first check in global routing** 0
* **global-route wire length before repair** 2520 um
* **remaining global-route overflow** 0

### STA
* **measured slew at the worst slew-check pin** 0.572 ns
* **final worst-path cycle share** 75.1%
* **final-layout worst hold slack** 0.452 ns
* **worst clock skew** 0.00613 ns
* **post-layout minimum cycle time** 2.25 ns
* **unrepaired setup endpoints after global routing** false
* **setup slack of the critical path after layout** 0.748 ns
* **final hold violation count** 0
* **sum of negative setup slack** 0 ns
* **final tally of setup violations** 0
* **maximum clock rate** 444 MHz
* **number of max-slew violations in the final report** 0
* **worst relative slew slack** 61.8%

### Setup path
* **startpoint types** flop
* **Worst Setup Path Type** reg -> out
* **CP max stage delay** 0.69 ns
* **data required time at the worst endpoint** 2.40 ns
* **Max stage delay cell, worst path** dfxtp_1
* **Top delay family on crit path** buffers and inverters
* **sequence of cells on the critical path** inv_1 > clkdlybuf4s50_1
* **Buffers & Inverters on Critical Path** 2
* **critical path data arrival time** 1.65 ns
* **nature of the critical path endpoint** output port
* **crit path max fanout** 14

### Layout
* **post-route insts no fill** 186
* **layout-stage area growth over the synthesis result** 31.4%
* **post-route cell area** 1180 um^2
* **share of cells above drive strength 1** 13.6%
* **number of fill cells in the layout** 901

### Drt
* **final routed DRC violation total** 0
* **routed via count divided by cell count** 2.76
* **antenna-violating nets left** 0
* **detail-routed net length per standard cell** 8.27 um
* **number of diodes** 0
* **aggregate routed wire length** 1540 um
* **DR vias** 514
* **number of iterations in the first detailed-routing pass** 3
* **starting DRC count in detailed routing** 19

### Min path
* **class of the tightest hold or removal check** reg -> reg

### Run
* **count of warning messages emitted by the tools** 26
* **max-capacitance violation count** 0

### Floorplanning
* **die footprint** 12,300 um^2
* **core footprint** 8130 um^2
* **Top Ports** 13
* **die boundary width** 111 um
* **FP Rows** 33
* **FP Util** 11.1%
* **Die Ht** 111 um

### Status
* **status** finished clean

[stage by stage]
stage / total power, mW / util (%)
finish: 0.849 / 14.6
global route: 0.911 / 14.6
CTS: 0.864 / 14.6
detailed placement: 0.678 / 14.0
global placement: 0.674 / 14.0
floorplan: 0.624 / -
[registers in the layout, indices dropped and copies added (netlist names)]
register and count:
T_send 1, cnt 4, message 9, state 1
timer 6
[where the power goes]
| part | leakage (nW) | switching, mW | total (mW) | internal, mW |
|---|---|---|---|---|
| Combinational | 0.198 | 0.108 | 0.217 | 0.109 |
| Clock | 0.0255 | 0.0870 | 0.179 | 0.0923 |
| Sequential | 0.186 | 0.0502 | 0.452 | 0.402 |
[worst paths after layout]
kind,start,endpoint,slack [ns],cells after the start
max,state,LED[1],0.75,2
min,timer[0],timer[0],0.45,1
max reg2reg,state,message[1],1.44,2
min reg2reg,timer[0],timer[0],0.45,1
[layout by cell type, fill, tap and decap left out, drive strengths merged]
| cell type | count |
|---|---|
| inv | 4 |
| and2 | 2 |
| edfxtp | 14 |
| clkinv | 1 |
| or2b | 1 |
| nor2 | 10 |
| nand2 | 1 |
| nor3b | 1 |
| xor2 | 2 |
| and3 | 1 |
| clkdlybuf4s50 | 12 |
| xnor2 | 3 |
| a22o | 7 |
| nand3 | 3 |
| clkbuf | 3 |
| a21oi | 3 |
| dfxtp | 7 |
| a21o | 1 |
| nand3b | 1 |
| o21ai | 1 |
| ha | 3 |
[final cells by class]
class	count	area, um^2	area share, %
Clock buffer	3	41.3	3.49
Clock inverter	1	5.00	0.423
Inverter	4	15.0	1.27
Multi-Input combinational cell	40	310	26.2
Sequential cell	21	561	47.4
Tap cell	105	131	11.1
Timing Repair Buffer	12	120	10.1
[cells by family (layout without fill, tap and decap cells)]
logic type	count (synthesis)	in the layout
AOI/OAI and AO/OA	12	12
xor gates and xnor gates	5	5
adders and majority gates	3	3
buffers and inverters	6	20
DFF	21	21
and+or+nand+nor	20	20
[per-layer routing]
layer | track usage, % | wire length [um]
met3 | 1.37 | 104
met2 | 3.46 | 624
met5 | 0 | 0
met4 | 0.174 | 4
met1 | 3.29 | 805
[Yosys cell counts (2+ instances only)]
cell,count,share of area (%)
nor2_1,9,3.7
xor2_1,2,1.9
nand3_1,2,1.1
dfxtp_1,7,16
a22o_1,7,6.8
inv_1,4,1.7
xnor2_1,3,2.9
buf_4,2,1.7
ha_1,3,4.2
edfxtp_1,14,47
and2_1,2,1.4
a21oi_2,2,1.9
Power and IR drop assume default switching activity.
